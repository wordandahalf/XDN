==> /design/flow/design.v <==
localparam CONTROL_WIDTH        = 17;
localparam  CU_ADVANCE_INDEX    = 'h10;
localparam  HALT_INDEX          = 'hF;
localparam  MAR_IN_INDEX        = 'hE;
localparam  RAM_IN_INDEX        = 'hD;
localparam  RAM_OUT_INDEX       = 'hC;
localparam  IR_IN_INDEX         = 'hB;
localparam  IR_OUT_INDEX        = 'hA;
localparam  A_IN_INDEX          = 'h9;
localparam  A_OUT_INDEX         = 'h8;
localparam  ALU_OUT_INDEX       = 'h7;
localparam  ALU_SUB_INDEX       = 'h6;
localparam  FLAGS_UPDATE_INDEX  = 'h5;
localparam  B_IN_INDEX          = 'h4;
localparam  OUT_IN_INDEX        = 'h3;
localparam  PC_INC_INDEX        = 'h2;
localparam  PC_OUT_INDEX        = 'h1;
localparam  JUMP_INDEX          = 'h0;
localparam [CONTROL_WIDTH - 1:0]    c_CU_ADVANCE    = {{CONTROL_WIDTH - 1{1'b0}}, 1'b1} << CU_ADVANCE_INDEX;
localparam [CONTROL_WIDTH - 1:0]    c_HALT          = {{CONTROL_WIDTH - 1{1'b0}}, 1'b1} << HALT_INDEX;
localparam [CONTROL_WIDTH - 1:0]    c_MAR_IN        = {{CONTROL_WIDTH - 1{1'b0}}, 1'b1} << MAR_IN_INDEX;
localparam [CONTROL_WIDTH - 1:0]    c_RAM_IN        = {{CONTROL_WIDTH - 1{1'b0}}, 1'b1} << RAM_IN_INDEX;
localparam [CONTROL_WIDTH - 1:0]    c_RAM_OUT       = {{CONTROL_WIDTH - 1{1'b0}}, 1'b1} << RAM_OUT_INDEX;
localparam [CONTROL_WIDTH - 1:0]    c_IR_IN         = {{CONTROL_WIDTH - 1{1'b0}}, 1'b1} << IR_IN_INDEX;
localparam [CONTROL_WIDTH - 1:0]    c_IR_OUT        = {{CONTROL_WIDTH - 1{1'b0}}, 1'b1} << IR_OUT_INDEX;
localparam [CONTROL_WIDTH - 1:0]    c_A_IN          = {{CONTROL_WIDTH - 1{1'b0}}, 1'b1} << A_IN_INDEX;
localparam [CONTROL_WIDTH - 1:0]    c_A_OUT         = {{CONTROL_WIDTH - 1{1'b0}}, 1'b1} << A_OUT_INDEX;
localparam [CONTROL_WIDTH - 1:0]    c_ALU_OUT       = {{CONTROL_WIDTH - 1{1'b0}}, 1'b1} << ALU_OUT_INDEX;
localparam [CONTROL_WIDTH - 1:0]    c_ALU_SUB       = {{CONTROL_WIDTH - 1{1'b0}}, 1'b1} << ALU_SUB_INDEX;
localparam [CONTROL_WIDTH - 1:0]    c_FLAGS_UPDATE  = {{CONTROL_WIDTH - 1{1'b0}}, 1'b1} << FLAGS_UPDATE_INDEX;
localparam [CONTROL_WIDTH - 1:0]    c_B_IN          = {{CONTROL_WIDTH - 1{1'b0}}, 1'b1} << B_IN_INDEX;
localparam [CONTROL_WIDTH - 1:0]    c_OUT_IN        = {{CONTROL_WIDTH - 1{1'b0}}, 1'b1} << OUT_IN_INDEX;
localparam [CONTROL_WIDTH - 1:0]    c_PC_INC        = {{CONTROL_WIDTH - 1{1'b0}}, 1'b1} << PC_INC_INDEX;
localparam [CONTROL_WIDTH - 1:0]    c_PC_OUT        = {{CONTROL_WIDTH - 1{1'b0}}, 1'b1} << PC_OUT_INDEX;
localparam [CONTROL_WIDTH - 1:0]    c_JUMP          = {{CONTROL_WIDTH - 1{1'b0}}, 1'b1} << JUMP_INDEX;
`timescale 1ps / 1ps
module Clock
(
    input       i_SYS_CLOCK,     
    input       i_HALT,	         
    input       i_STEP_TOGGLE,   
    input       i_STEP_CLOCK,    
    output      o_CLOCK,
    output      o_CLOCK_n
);  
    wire        w_CLOCK;
    reg         r_CLOCK_SIGNAL	= 0;
    reg         r_MANUAL_STEP	= 0;	 
    parameter   DIVISOR         = 32'hFFFFFF;    
    reg         HALTED          = 0;
    Divider #(DIVISOR) clock_divider
    (
        i_SYS_CLOCK,
        w_CLOCK
    );
    always @(posedge i_STEP_TOGGLE)
    begin
        r_MANUAL_STEP <= !r_MANUAL_STEP;
    end
    always @(posedge i_SYS_CLOCK)
    begin
        if (i_HALT)
            HALTED <= 1;
        else begin
            if (r_MANUAL_STEP)
                r_CLOCK_SIGNAL <= i_STEP_CLOCK;
            else
                r_CLOCK_SIGNAL <= w_CLOCK;
        end
    end
    assign o_CLOCK      = r_CLOCK_SIGNAL & !HALTED;
    assign o_CLOCK_n    = !o_CLOCK;
endmodule
`timescale 1ps / 1ps
module Divider
(
    input   i_SYS_CLOCK,     
    output  o_CLOCK          
);
    reg         r_CLOCK_SIGNAL	= 0;
    reg [31:0]  r_DIVIDER       = 32'b0;
    parameter   DIVISOR         = 32'h2;
    always @(posedge i_SYS_CLOCK)
    begin
        r_DIVIDER <= r_DIVIDER + 32'b1;
        if (r_DIVIDER > (DIVISOR - 32'b1))
            r_DIVIDER <= 32'b0;
        if (r_DIVIDER < (DIVISOR / 2))
            r_CLOCK_SIGNAL <= 1'b0;
        else
            r_CLOCK_SIGNAL <= 1'b1;
    end
    assign  o_CLOCK = r_CLOCK_SIGNAL;
endmodule
==> /design/flow/run.sh <==
#!/bin/bash
# OpenROAD 26Q1-2900-gdf79404cd8, Yosys 0.63+post, stock flow scripts
make -C /OpenROAD-flow-scripts/flow DESIGN_CONFIG=/design/flow/config.mk WORK_HOME=/design/flow/orfs finish
==> /design/flow/config.mk <==
export PLATFORM = sky130hd
export DESIGN_NAME = Clock
export DESIGN_NICKNAME = Clock
export VERILOG_FILES = /design/flow/design.v
export SDC_FILE = /design/flow/constraint.sdc
export NUM_CORES = 4
export LEC_CHECK = 1
export CORE_AREA = 10 10 95 95
export DIE_AREA = 0 0 105 105
==> /design/flow/constraint.sdc <==
current_design Clock

set clk_period 1.0
set clk_io_pct 0.2

create_clock -name clk0 -period $clk_period [get_ports {i_STEP_TOGGLE}]
create_clock -name clk1 -period $clk_period [get_ports {i_SYS_CLOCK}]

set non_clock_inputs [all_inputs -no_clocks]
set_input_delay [expr $clk_period * $clk_io_pct] -clock clk0 $non_clock_inputs
set_output_delay [expr $clk_period * $clk_io_pct] -clock clk0 [all_outputs]
==> impl_metrics.json <==
{
  "status": "finished, violations left",
  "violations": "negative setup slack",
  "ir_worst_vdd_mv": 0.4071,
  "die_area_um2": 11030,
  "synthCells": 162,
  "cts_root_buffer": "clkbuf_8",
  "hold_path.class": "flip-flop to flip-flop",
  "rows": 30,
  "yosysChipArea_um2": 1513,
  "cp.arrival_ns": 1.81,
  "syn_to_final_growth_pct": 52.27,
  "cap_viol_max_count": 0,
  "synth_seq_share_pct": 48.97,
  "crit_start": "clock_divider.r_DIVIDER[0]$_SDFF_PN0_",
  "hold_viol": 0,
  "io_pins": 6,
  "powerDensity_nw_per_um2": 1064,
  "r2r-end": "clock_divider.r_DIVIDER[17]$_SDFF_PN0_",
  "placed_cells": 318,
  "gp_congestion": 0.8069,
  "syn_avg_cell_area_um2": 9.338,
  "reg2reg_slack_ns": -0.64,
  "p_total_w": 0.002451,
  "vias": 1349,
  "criticalPathCategory": "flip-flop to flip-flop",
  "ff_type": "dfxtp_1",
  "avgViaCountPerCell": 4.113,
  "crit_path_end": "clock_divider.r_DIVIDER[17]$_SDFF_PN0_",
  "ctsHtreeMaxLevel": 2,
  "layout_setup_ws_ns": -0.6430,
  "fin_skew_ns": 0.005769,
  "path_cells": "inv_2 > ha_2 > nand4b_1 > or2_4 > o41ai_4 > buf_6 > a21oi_1",
  "synth_flops": 36,
  "route.detailed.drc": 0,
  "tritoncts": "built",
  "dpl.hpwl_um": 2469,
  "drtPass1Iterations": 4,
  "insertedDiodeCount": 0,
  "cts_inserted_buffers": 5,
  "drtIter0Drc": 41,
  "nFillCells": 704,
  "first_global_vias": 1255,
  "grt_pass1_wl_um": 5506,
  "dp_slack_ns": -0.6504,
  "required_ns": 1.16,
  "finalNonFillerCells": 328,
  "async_flop_share_pct": 0,
  "antenna_found_initial": 0,
  "worstPathMaxFanout": 12,
  "edf_count": 2,
  "grt_max_degree": 13,
  "crit_path_start_kind": "flip-flop",
  "flop_area_um2": 769.5,
  "rsz0062_at_grt": "yes",
  "hold_buffers": 0,
  "warning_count": 31,
  "final_max_slew_viol_count": 0,
  "overflow": 0,
  "synth_warnings": 2,
  "coreArea_um2": 6907,
  "regToRegStartpoint": "clock_divider.r_DIVIDER[0]$_SDFF_PN0_",
  "fp-utilization_pct": 21.90,
  "cp-end-kind": "flip-flop",
  "wl_per_cell_um": 9.820,
  "clockBufferDepth": 2,
  "grt_usage_pct": 5.816,
  "io_buffers": 4,
  "synthesis.area_um2": 1513,
  "whs_path_depth": 1,
  "setup_violations": 28,
  "yosys_cells": 162,
  "yosysUniqueCellTypes": 32,
  "clkSlewWorstSetupHoldPaths_ns": 0.07,
  "fp.dieW_um": 105,
  "rr_worst_depth": 7,
  "drive_gt1_share_pct": 40.52,
  "max_stage_delay_ns": 0.38,
  "cp_slowest_cell": "dfxtp_4",
  "wl_um": 3221,
  "ant_nets": 0,
  "power.leakage_nw": 0.8393,
  "die_h_um": 105,
  "comb_area_um2": 830.8
}
critical path, delay by kind of cell, from the launching register on:
family / cells / cell delay [ns]
AND-OR/OR-AND: 2 / 0.31
adder cells (fa/ha/maj): 1 / 0.14
buffers and inverters: 2 / 0.24
flip-flops: 1 / 0.38
AND/OR/NAND/NOR: 2 / 0.45
area by class of cell:
class / instances / share of cell area (%)
clock inverters: 1 / 0.2173
well taps: 96 / 5.215
clock buffers: 7 / 3.313
flip-flops and latches: 36 / 33.41
inverters: 7 / 1.141
repair buffers: 61 / 20.64
multi-input cells: 120 / 36.07
flip-flops by register name (all words and copies together) (netlist names):
| signal | count |
|---|---|
| HALTED | 1 |
| r_MANUAL_STEP | 1 |
| clock_divider.r_CLOCK_SIGNAL | 1 |
| r_CLOCK_SIGNAL | 1 |
| clock_divider.r_DIVIDER | 32 |
cell usage in the layout, fill, tap and decap left out, types with 7 or more instances in the layout:
cell      n
buf_4    54
dfxtp_1  23
nor2_1   15
nand2_1  10
nand3_1   9
conb_1    8
a21oi_1   7
xnor2_1   7
per-layer routing:
layer  vias to the layer above  global-route usage [%]  share of wire [%]
li1                        720                       -                  -
met1                       613                   7.612                 51
met2                        11                   9.564                 44
met3                         5                   1.491                2.8
met4                         0                   1.078                2.4
met5                         -                       0                  0
cell usage after synthesis, types with 5 or more instances:
master	n	area, um2
xor2_1	6	52.55
or4_1	6	45.04
dfxtp_1	34	680.7
nor2_1	15	56.30
inv_1	7	26.28
nand4_1	6	37.54
a21oi_1	8	40.04
or3_1	6	37.54
and4_1	5	43.79
xnor2_1	7	61.31
nand2_1	10	37.54
nand3_1	10	50.05
metrics by stage:
stage	hold slack [ns]	setup TNS (ns)	util (%)	instance area, um2
2_1_floorplan	0.3125	-14.58	-	1620
4_1_cts	0.2791	-16.57	32.83	2267
3_3_place_gp	0.3680	-16.11	31.25	2158
6_report	0.2829	-16.18	33.35	2303
5_1_grt	0.2864	-18.39	33.35	2303
3_5_place_dp	0.3681	-16.63	31.25	2158
worst min-delay path by stage:
| stage | from | endpoint | slack (ns) |
|---|---|---|---|
| finish | r_MANUAL_STEP$_DFF_P_ | r_CLOCK_SIGNAL$_DFFE_PN_ | 0.28 |
| global route | r_MANUAL_STEP$_DFF_P_ | r_CLOCK_SIGNAL$_DFFE_PN_ | 0.29 |
| CTS | r_MANUAL_STEP$_DFF_P_ | r_CLOCK_SIGNAL$_DFFE_PN_ | 0.28 |
power by group:
group	switching (W)	leakage [nW]	total, W	internal, W
clock network	0.000469	0.0422	0.000957	0.000488
logic	0.0000126	0.496	0.0000370	0.0000244
registers	0.00000659	0.301	0.00146	0.00145
repair_timing:
action,in CTS,in global routing
setup buffers,1,1
pin swaps,3,6
gates resized,14,8
endpoints found under the setup margin,28,28
cells by family (layout without fill, tap and decap cells):
group / Yosys count / after routing / share of synthesized area [%]
compound gates: 21 / 21 / 9.182
other cells: 2 / 8 / 0.4965
fa+ha+maj: 2 / 2 / 1.654
buf+inv: 12 / 76 / 3.226
xor+xnor: 13 / 13 / 7.527
mux: 1 / 1 / 0.7444
simple gates: 75 / 75 / 28.21
flops: 36 / 36 / 48.97
No activity file was given, so power comes from the tool's default toggle rates.
