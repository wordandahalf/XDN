## design/flow/config.mk

```make
export PLATFORM = sky130hd
export DESIGN_NAME = Output
export DESIGN_NICKNAME = Output
export VERILOG_FILES = /design/flow/design.v
export SDC_FILE = /design/flow/constraint.sdc
export NUM_CORES = 4
export LEC_CHECK = 1
export CORE_AREA = 10 10 111 111
export DIE_AREA = 0 0 121 121
```

## design/flow/constraint.sdc

```tcl
current_design Output

set clk_period 5.3
set clk_io_pct 0.2

create_clock -name clk0 -period $clk_period [get_ports {i_SYS_CLOCK}]

set non_clock_inputs [all_inputs -no_clocks]
set_input_delay [expr $clk_period * $clk_io_pct] -clock clk0 $non_clock_inputs
set_output_delay [expr $clk_period * $clk_io_pct] -clock clk0 [all_outputs]
```

## design/flow/design.v

```verilog
localparam CONTROL_WIDTH        = 17;
localparam  CU_ADVANCE_INDEX    = 'h10;
localparam  HALT_INDEX          = 'hF;
localparam  MAR_IN_INDEX        = 'hE;
localparam  RAM_IN_INDEX        = 'hD;
localparam  RAM_OUT_INDEX       = 'hC;
localparam  IR_IN_INDEX         = 'hB;
localparam  IR_OUT_INDEX        = 'hA;
localparam  A_IN_INDEX          = 'h9;
localparam  A_OUT_INDEX         = 'h8;
localparam  ALU_OUT_INDEX       = 'h7;
localparam  ALU_SUB_INDEX       = 'h6;
localparam  FLAGS_UPDATE_INDEX  = 'h5;
localparam  B_IN_INDEX          = 'h4;
localparam  OUT_IN_INDEX        = 'h3;
localparam  PC_INC_INDEX        = 'h2;
localparam  PC_OUT_INDEX        = 'h1;
localparam  JUMP_INDEX          = 'h0;
localparam [CONTROL_WIDTH - 1:0]    c_CU_ADVANCE    = {{CONTROL_WIDTH - 1{1'b0}}, 1'b1} << CU_ADVANCE_INDEX;
localparam [CONTROL_WIDTH - 1:0]    c_HALT          = {{CONTROL_WIDTH - 1{1'b0}}, 1'b1} << HALT_INDEX;
localparam [CONTROL_WIDTH - 1:0]    c_MAR_IN        = {{CONTROL_WIDTH - 1{1'b0}}, 1'b1} << MAR_IN_INDEX;
localparam [CONTROL_WIDTH - 1:0]    c_RAM_IN        = {{CONTROL_WIDTH - 1{1'b0}}, 1'b1} << RAM_IN_INDEX;
localparam [CONTROL_WIDTH - 1:0]    c_RAM_OUT       = {{CONTROL_WIDTH - 1{1'b0}}, 1'b1} << RAM_OUT_INDEX;
localparam [CONTROL_WIDTH - 1:0]    c_IR_IN         = {{CONTROL_WIDTH - 1{1'b0}}, 1'b1} << IR_IN_INDEX;
localparam [CONTROL_WIDTH - 1:0]    c_IR_OUT        = {{CONTROL_WIDTH - 1{1'b0}}, 1'b1} << IR_OUT_INDEX;
localparam [CONTROL_WIDTH - 1:0]    c_A_IN          = {{CONTROL_WIDTH - 1{1'b0}}, 1'b1} << A_IN_INDEX;
localparam [CONTROL_WIDTH - 1:0]    c_A_OUT         = {{CONTROL_WIDTH - 1{1'b0}}, 1'b1} << A_OUT_INDEX;
localparam [CONTROL_WIDTH - 1:0]    c_ALU_OUT       = {{CONTROL_WIDTH - 1{1'b0}}, 1'b1} << ALU_OUT_INDEX;
localparam [CONTROL_WIDTH - 1:0]    c_ALU_SUB       = {{CONTROL_WIDTH - 1{1'b0}}, 1'b1} << ALU_SUB_INDEX;
localparam [CONTROL_WIDTH - 1:0]    c_FLAGS_UPDATE  = {{CONTROL_WIDTH - 1{1'b0}}, 1'b1} << FLAGS_UPDATE_INDEX;
localparam [CONTROL_WIDTH - 1:0]    c_B_IN          = {{CONTROL_WIDTH - 1{1'b0}}, 1'b1} << B_IN_INDEX;
localparam [CONTROL_WIDTH - 1:0]    c_OUT_IN        = {{CONTROL_WIDTH - 1{1'b0}}, 1'b1} << OUT_IN_INDEX;
localparam [CONTROL_WIDTH - 1:0]    c_PC_INC        = {{CONTROL_WIDTH - 1{1'b0}}, 1'b1} << PC_INC_INDEX;
localparam [CONTROL_WIDTH - 1:0]    c_PC_OUT        = {{CONTROL_WIDTH - 1{1'b0}}, 1'b1} << PC_OUT_INDEX;
localparam [CONTROL_WIDTH - 1:0]    c_JUMP          = {{CONTROL_WIDTH - 1{1'b0}}, 1'b1} << JUMP_INDEX;
`timescale 1ps / 1ps
module Divider
(
    input   i_SYS_CLOCK,     
    output  o_CLOCK          
);
    reg         r_CLOCK_SIGNAL	= 0;
    reg [31:0]  r_DIVIDER       = 32'b0;
    parameter   DIVISOR         = 32'h2;
    always @(posedge i_SYS_CLOCK)
    begin
        r_DIVIDER <= r_DIVIDER + 32'b1;
        if (r_DIVIDER > (DIVISOR - 32'b1))
            r_DIVIDER <= 32'b0;
        if (r_DIVIDER < (DIVISOR / 2))
            r_CLOCK_SIGNAL <= 1'b0;
        else
            r_CLOCK_SIGNAL <= 1'b1;
    end
    assign  o_CLOCK = r_CLOCK_SIGNAL;
endmodule
`timescale 1ps / 1ps
module Output
(
    input                       i_SYS_CLOCK,     
    input [DATA_WIDTH - 1:0]    i_BUS,           
    input                       i_READ_BUS,      
    input                       i_CLEAR_n,       
    output                      o_SEG_A,
    output                      o_SEG_B,
    output                      o_SEG_C,
    output                      o_SEG_D,
    output                      o_SEG_E,
    output                      o_SEG_F,
    output                      o_SEG_G,
    output                      o_SEG_DP,
    output                      o_SEL_0,
    output                      o_SEL_1,
    output                      o_SEL_2,
    output                      o_SEL_3,
    output                      o_SEL_4,
    output                      o_SEL_5
);
    parameter   DATA_WIDTH  = 8;
    parameter   DIVISOR     = 'hFFFF;
    wire        CLOCK;
    reg [23:0]  r_VALUE         = 0;
    reg [5:0]   r_DIGIT_SELECT  = 6'b1;
    reg [3:0]   r_DIGIT_VALUE   = 4'b0;
    reg [6:0]   r_SEGMENT_VALUES= 7'b0;
    Divider #(DIVISOR) clock_divider
    (
        i_SYS_CLOCK,
        CLOCK
    );
    always @(posedge CLOCK, negedge i_CLEAR_n)
    begin
        if (!i_CLEAR_n)
            r_VALUE <= 24'b0;
        else if(i_READ_BUS)
            r_VALUE <= {16'b0, i_BUS[DATA_WIDTH - 1:0]};
    end
    always @(posedge CLOCK)
    begin
        if (r_DIGIT_SELECT == 6'b100000)
            r_DIGIT_SELECT <= 6'b1;
        else
            r_DIGIT_SELECT <= r_DIGIT_SELECT << 1;
    end
    always @(r_DIGIT_SELECT, r_VALUE, r_DIGIT_VALUE) 
    begin
        case (r_DIGIT_SELECT)
            6'b000001 : r_DIGIT_VALUE = r_VALUE[3:0];
            6'b000010 : r_DIGIT_VALUE = r_VALUE[7:4];
            6'b000100 : r_DIGIT_VALUE = r_VALUE[11:8];
            6'b001000 : r_DIGIT_VALUE = r_VALUE[15:12];
            6'b010000 : r_DIGIT_VALUE = r_VALUE[19:16];
            6'b100000 : r_DIGIT_VALUE = r_VALUE[23:20];
            default   : r_DIGIT_VALUE = r_VALUE[3:0];
        endcase
        case (r_DIGIT_VALUE)
            4'b0000 : r_SEGMENT_VALUES = 7'h7E;
            4'b0001 : r_SEGMENT_VALUES = 7'h30;
            4'b0010 : r_SEGMENT_VALUES = 7'h6D;
            4'b0011 : r_SEGMENT_VALUES = 7'h79;
            4'b0100 : r_SEGMENT_VALUES = 7'h33;
            4'b0101 : r_SEGMENT_VALUES = 7'h5B;
            4'b0110 : r_SEGMENT_VALUES = 7'h5F;
            4'b0111 : r_SEGMENT_VALUES = 7'h70;
            4'b1000 : r_SEGMENT_VALUES = 7'h7F;
            4'b1001 : r_SEGMENT_VALUES = 7'h7B;
            4'b1010 : r_SEGMENT_VALUES = 7'h77;
            4'b1011 : r_SEGMENT_VALUES = 7'h1F;
            4'b1100 : r_SEGMENT_VALUES = 7'h4E;
            4'b1101 : r_SEGMENT_VALUES = 7'h3D;
            4'b1110 : r_SEGMENT_VALUES = 7'h4F;
            4'b1111 : r_SEGMENT_VALUES = 7'h47;
            default : r_SEGMENT_VALUES = 7'h7E;
        endcase
    end
    assign o_SEL_0  = !r_DIGIT_SELECT[0];
    assign o_SEL_1  = !r_DIGIT_SELECT[1];
    assign o_SEL_2  = !r_DIGIT_SELECT[2];
    assign o_SEL_3  = !r_DIGIT_SELECT[3];
    assign o_SEL_4  = !r_DIGIT_SELECT[4];
    assign o_SEL_5  = !r_DIGIT_SELECT[5];
    assign o_SEG_DP = 1;
    assign o_SEG_A  = !r_SEGMENT_VALUES[6];
    assign o_SEG_B  = !r_SEGMENT_VALUES[5];
    assign o_SEG_C  = !r_SEGMENT_VALUES[4];
    assign o_SEG_D  = !r_SEGMENT_VALUES[3];
    assign o_SEG_E  = !r_SEGMENT_VALUES[2];
    assign o_SEG_F  = !r_SEGMENT_VALUES[1];
    assign o_SEG_G  = !r_SEGMENT_VALUES[0];
endmodule
```

## design/flow/run.sh

```bash
#!/bin/bash
# OpenROAD 26Q1-2900-gdf79404cd8, Yosys 0.63+post, stock flow scripts
make -C /OpenROAD-flow-scripts/flow DESIGN_CONFIG=/design/flow/config.mk WORK_HOME=/design/flow/orfs finish
```

==> impl_summary.log <==
[metrics] run summary
[metrics] outcome: finished, final reports clean
[metrics] final weighted congestion in routability-driven placement: 0.774
[metrics] share of flip-flops with an asynchronous set or reset: 17.0%
[metrics] vias in the first global route: 1297
[metrics] register pins left without a clock: 14
[metrics] maximum buffer depth of the clock tree: 2
[metrics] clock period minus worst slack: 1.71 ns
[metrics] largest net degree at the start of global routing: 18
[metrics] routed len/inst: 9.88 um
[metrics] post-layout total power: 0.506 mW
[metrics] clock insertion delay at the later pin of the skew report: 0.28 ns
[metrics] root buffer selected by CTS: sky130_fd_sc_hd__clkbuf_8
[metrics] number of setup violations in the final report: 0
[metrics] sequential cell area fraction in the yosys report: 50.6%
[metrics] PostCTS Resize Cnt: 0
[metrics] final core occ: 24.8%
[metrics] number of hold-repair buffers added at the cts stage: 0
[metrics] Hold Path Class: flip-flop to flip-flop
[metrics] type of the worst setup path: flip-flop to flip-flop
[metrics] total number of vias: 1348
[metrics] vias per cell: 3.81
[metrics] launch point of the worst hold path: clock_divider.r_DIVIDER[0]
[metrics] instance area at placement: 2330 sq um
[metrics] count of instantiated cells in the yosys netlist: 186
[metrics] RR Endpoint: clock_divider.r_DIVIDER[14]
[metrics] maxcap violations: 0
[metrics] number of enable flip-flop cells: 0
[metrics] drt drc: 0
[metrics] DRC violation total after the first TritonRoute iteration: 122
[metrics] most frequent standard cell in the layout excluding fill and tap cells: sky130_fd_sc_hd__dfxtp_1
[metrics] number of buffer cells added on primary ports: 23
[metrics] register-to-register setup slack: 3.59 ns
[metrics] vertical die dimension: 121 um
[metrics] number of inserted filler cells in the final layout: 1016
[metrics] post-synthesis register bit count: 47
[metrics] total clock buffers created by CTS: 5
[metrics] CTS tree: yes
[metrics] standard-cell rows: 36
[metrics] area added between synthesis and finish: 26.2%
[metrics] remaining antenna violation count: 0
[metrics] unrepaired setup endpoints after global routing: no
[metrics] chip area line of the yosys report: 1940 sq um
[metrics] clock-pin slew reported for the worst setup and hold paths after clock tree synthesis: 0.06 ns
[metrics] number of top-level pins: 25
[metrics] maximum vdd drop: 0.177 mV
[metrics] Finished Cell Area: 2450 sq um
[metrics] crit path launch type: flip-flop
[metrics] worst rel slew slack: 35.8%
[metrics] WP data required: 5.45 ns
[metrics] synthesized netlist cell count: 186
[metrics] initial core utilization: 19.7%
[metrics] Layout Skew: 0.00465 ns
[metrics] Yosys warning count: 2
[metrics] number of unconstrained endpoints: 27
[metrics] Max Slew Vio Count: 0
[metrics] maximum achievable frequency: 583 MHz
[metrics] routed wire length: 3500 um
[metrics] wire length of the first global-routing pass: 6170 um
[metrics] final hold viol count: 0
[metrics] total tool warning count: 30
[metrics] Syn Std Cell Area: 1940 sq um
[metrics] Remaining Overflow, GRT: 0
[metrics] Lkg Pwr: 0.876 nW
[metrics] area of the multi-input gates: 912 sq um
[metrics] R2R Path Start: clock_divider.r_DIVIDER[0]
[metrics] ratio of cells with drive above 1 in the final layout: 11.3%
[metrics] commonest non-fill, non-tap cells in the layout: sky130_fd_sc_hd__dfxtp_1, sky130_fd_sc_hd__nor2_1, sky130_fd_sc_hd__clkdlybuf4s50_1, sky130_fd_sc_hd__conb_1, sky130_fd_sc_hd__inv_1
[metrics] per-instance average area after synthesis: 10.4 sq um
[metrics] Setup Buffers After CTS: 0
[metrics] R2R depth: 6
[metrics] Worst Hold End: clock_divider.r_DIVIDER[0]
[metrics] Tcrit/Tclk final: 32.4%
[metrics] pwr/cell area: 207 nW/um^2
[metrics] Arrival @ worst endpoint: 1.87 ns
[metrics] Diodes inserted: 0
[metrics] die x size: 121 um
[metrics] overall global routing resource usage: 4.97%
[metrics] flip-flop and latch area: 981 sq um
[metrics] pin slew with the least headroom to its limit: 0.963 ns
[metrics] TNS Setup: 0 ns
[metrics] chip area: 14600 sq um
[metrics] category of the worst setup path capture point: flip-flop
[metrics] dominant synthesized flop cell: sky130_fd_sc_hd__dfxtp_1
[metrics] critical path peak fanout: 5
[metrics] final HPWL from detailed placement: 2650 um
[metrics] number of detailed-routing iterations run before antenna repair: 3
[metrics] library cells used by synthesis: 42
[metrics] worst hold path depth: 1
[metrics] initial antenna violation count: 0
[metrics] core region area: 9860 sq um
[metrics] deepest level of the CTS H-tree: 2
[flip-flops by register name (all words and copies together), names as in the netlist]
signal and count:
r_DIGIT_SELECT 6, r_VALUE 8, clock_divider.r_CLOCK_SIGNAL 1, clock_divider.r_DIVIDER 32
[cells by family after synthesis]
group                      Yosys count  synth area share, %
xor gates and xnor gates            16                 7.23
muxes                               10                 5.68
and+or+nand+nor                     60                 16.1
other                                2                0.387
buffers and inverters               21                 5.10
DFF                                 47                 50.6
adders and majority gates            7                 4.52
AOI/OAI and AO/OA                   23                 10.4
[per-layer routing]
metal / part of all wire (%) / global-route usage (%) / up-vias
met5: 0 / 0 / -
met4: 1.8 / 0.905 / 0
met3: 5.4 / 1.28 / 8
met2: 44 / 7.76 / 21
met1: 49 / 6.85 / 625
li1: - / - / 694
[where the power goes]
group | internal, mW | total, mW | switching (mW)
registers | 0.255 | 0.256 | 0.00147
clock network | 0.153 | 0.235 | 0.0817
logic | 0.00994 | 0.0151 | 0.00518
[worst max-delay path by stage]
stage | end | startpoint
4_1_cts | clock_divider.r_DIVIDER[14] | clock_divider.r_DIVIDER[0]
5_1_grt | clock_divider.r_DIVIDER[14] | clock_divider.r_DIVIDER[1]
6_report | clock_divider.r_DIVIDER[14] | clock_divider.r_DIVIDER[0]
[through the flow]
stage	hold WS (ns)	instances	setup slack [ns]
2_1_floorplan	0.438	200	3.63
3_3_place_gp	0.456	346	3.66
3_5_place_dp	0.466	346	3.60
4_1_cts	0.480	354	3.58
5_1_grt	0.522	354	3.33
6_report	0.473	354	3.59
[cells in the mapped netlist, types with 4 or more instances]
| library cell | count | area, sq um |
|---|---|---|
| sky130_fd_sc_hd__ha_1 | 7 | 87.6 |
| sky130_fd_sc_hd__nor2_1 | 26 | 97.6 |
| sky130_fd_sc_hd__clkbuf_1 | 7 | 26.3 |
| sky130_fd_sc_hd__inv_1 | 10 | 37.5 |
| sky130_fd_sc_hd__dfxtp_1 | 39 | 781 |
| sky130_fd_sc_hd__mux2_2 | 8 | 90.1 |
| sky130_fd_sc_hd__xor2_1 | 7 | 61.3 |
| sky130_fd_sc_hd__dfrtp_1 | 8 | 200 |
| sky130_fd_sc_hd__nand2_1 | 4 | 15.0 |
| sky130_fd_sc_hd__nand4_1 | 7 | 43.8 |
| sky130_fd_sc_hd__a32oi_1 | 5 | 43.8 |
| sky130_fd_sc_hd__xnor2_1 | 9 | 78.8 |
| sky130_fd_sc_hd__nor4_1 | 4 | 25.0 |
| sky130_fd_sc_hd__nand3_1 | 8 | 40.0 |
[layout make-up]
class                      instances  area share (%)
sequential                        47            40.1
multi-input combinational        132            37.3
timing repair buffer              23            9.41
tap                              133            6.80
clock buffer                       7            3.53
inverter                          11            1.69
clock inverter                     1            1.23
[worst max-delay path: stages, from the launching register on]
cell and delay, ns:
sky130_fd_sc_hd__dfxtp_1 0.39, sky130_fd_sc_hd__ha_1 0.20, sky130_fd_sc_hd__nand3_1 0.18, sky130_fd_sc_hd__nor3_1 0.48, sky130_fd_sc_hd__nand3_1 0.16, sky130_fd_sc_hd__xor2_1 0.15
sky130_fd_sc_hd__nor2_1 0.05
Power and IR drop assume default switching activity.
