**./design.v**
```verilog
localparam CONTROL_WIDTH        = 17;
localparam  CU_ADVANCE_INDEX    = 'h10;
localparam  HALT_INDEX          = 'hF;
localparam  MAR_IN_INDEX        = 'hE;
localparam  RAM_IN_INDEX        = 'hD;
localparam  RAM_OUT_INDEX       = 'hC;
localparam  IR_IN_INDEX         = 'hB;
localparam  IR_OUT_INDEX        = 'hA;
localparam  A_IN_INDEX          = 'h9;
localparam  A_OUT_INDEX         = 'h8;
localparam  ALU_OUT_INDEX       = 'h7;
localparam  ALU_SUB_INDEX       = 'h6;
localparam  FLAGS_UPDATE_INDEX  = 'h5;
localparam  B_IN_INDEX          = 'h4;
localparam  OUT_IN_INDEX        = 'h3;
localparam  PC_INC_INDEX        = 'h2;
localparam  PC_OUT_INDEX        = 'h1;
localparam  JUMP_INDEX          = 'h0;
localparam [CONTROL_WIDTH - 1:0]    c_CU_ADVANCE    = {{CONTROL_WIDTH - 1{1'b0}}, 1'b1} << CU_ADVANCE_INDEX;
localparam [CONTROL_WIDTH - 1:0]    c_HALT          = {{CONTROL_WIDTH - 1{1'b0}}, 1'b1} << HALT_INDEX;
localparam [CONTROL_WIDTH - 1:0]    c_MAR_IN        = {{CONTROL_WIDTH - 1{1'b0}}, 1'b1} << MAR_IN_INDEX;
localparam [CONTROL_WIDTH - 1:0]    c_RAM_IN        = {{CONTROL_WIDTH - 1{1'b0}}, 1'b1} << RAM_IN_INDEX;
localparam [CONTROL_WIDTH - 1:0]    c_RAM_OUT       = {{CONTROL_WIDTH - 1{1'b0}}, 1'b1} << RAM_OUT_INDEX;
localparam [CONTROL_WIDTH - 1:0]    c_IR_IN         = {{CONTROL_WIDTH - 1{1'b0}}, 1'b1} << IR_IN_INDEX;
localparam [CONTROL_WIDTH - 1:0]    c_IR_OUT        = {{CONTROL_WIDTH - 1{1'b0}}, 1'b1} << IR_OUT_INDEX;
localparam [CONTROL_WIDTH - 1:0]    c_A_IN          = {{CONTROL_WIDTH - 1{1'b0}}, 1'b1} << A_IN_INDEX;
localparam [CONTROL_WIDTH - 1:0]    c_A_OUT         = {{CONTROL_WIDTH - 1{1'b0}}, 1'b1} << A_OUT_INDEX;
localparam [CONTROL_WIDTH - 1:0]    c_ALU_OUT       = {{CONTROL_WIDTH - 1{1'b0}}, 1'b1} << ALU_OUT_INDEX;
localparam [CONTROL_WIDTH - 1:0]    c_ALU_SUB       = {{CONTROL_WIDTH - 1{1'b0}}, 1'b1} << ALU_SUB_INDEX;
localparam [CONTROL_WIDTH - 1:0]    c_FLAGS_UPDATE  = {{CONTROL_WIDTH - 1{1'b0}}, 1'b1} << FLAGS_UPDATE_INDEX;
localparam [CONTROL_WIDTH - 1:0]    c_B_IN          = {{CONTROL_WIDTH - 1{1'b0}}, 1'b1} << B_IN_INDEX;
localparam [CONTROL_WIDTH - 1:0]    c_OUT_IN        = {{CONTROL_WIDTH - 1{1'b0}}, 1'b1} << OUT_IN_INDEX;
localparam [CONTROL_WIDTH - 1:0]    c_PC_INC        = {{CONTROL_WIDTH - 1{1'b0}}, 1'b1} << PC_INC_INDEX;
localparam [CONTROL_WIDTH - 1:0]    c_PC_OUT        = {{CONTROL_WIDTH - 1{1'b0}}, 1'b1} << PC_OUT_INDEX;
localparam [CONTROL_WIDTH - 1:0]    c_JUMP          = {{CONTROL_WIDTH - 1{1'b0}}, 1'b1} << JUMP_INDEX;
`timescale 1ps / 1ps
module ALU
(
    input   [DATA_WIDTH - 1:0]  i_A_DATA,        
    input   [DATA_WIDTH - 1:0]  i_B_DATA,        
    input                       i_WRITE_BUS,     
    input                       i_SUB,           
    output   [DATA_WIDTH - 1:0] o_BUS,           
    input                       i_CLOCK,         
    input                       i_CLEAR,         
    input                       i_UPDATE_FLAGS,  
    output                      o_ZERO_FLAG,     
    output                      o_CARRY_FLAG     
);
    parameter   DATA_WIDTH = 8;
    reg [DATA_WIDTH:0]  r_RESULT    = 0;
    reg [1:0]           r_FLAGS     = 2'b10;
    always @(i_A_DATA, i_B_DATA, i_SUB)
    begin
        if(i_SUB)
            r_RESULT = i_A_DATA - i_B_DATA;
        else
            r_RESULT = i_A_DATA + i_B_DATA;
    end
    always @(posedge i_CLOCK, posedge i_CLEAR)
    begin
        if(i_CLEAR)
            r_FLAGS <= 0;
        else begin
            if(i_UPDATE_FLAGS) begin
                r_FLAGS[1:1] <= (r_RESULT == 0) ? 1'b1 : 1'b0;
                r_FLAGS[0:0] <= r_RESULT[DATA_WIDTH:DATA_WIDTH];
            end
        end
    end
    assign o_BUS = (i_WRITE_BUS) ? r_RESULT[DATA_WIDTH - 1:0] : {DATA_WIDTH {1'bz}};
    assign o_ZERO_FLAG = r_FLAGS[1:1];
    assign o_CARRY_FLAG = r_FLAGS[0:0];
endmodule
```
**./run.sh**
```bash
#!/bin/bash
# OpenROAD 26Q1-2900-gdf79404cd8, Yosys 0.63+post, stock flow scripts
make -C /OpenROAD-flow-scripts/flow DESIGN_CONFIG=/design/flow/config.mk WORK_HOME=/design/flow/orfs finish
```
**./config.mk**
```make
export PLATFORM = sky130hd
export DESIGN_NAME = ALU
export DESIGN_NICKNAME = ALU
export VERILOG_FILES = /design/flow/design.v
export SDC_FILE = /design/flow/constraint.sdc
export NUM_CORES = 4
export LEC_CHECK = 1
export CORE_AREA = 10 10 70 70
export DIE_AREA = 0 0 80 80
```
**./constraint.sdc**
```tcl
current_design ALU

set clk_period 9.4
set clk_io_pct 0.2

create_clock -name clk0 -period $clk_period [get_ports {i_CLOCK}]

set non_clock_inputs [all_inputs -no_clocks]
set_input_delay [expr $clk_period * $clk_io_pct] -clock clk0 $non_clock_inputs
set_output_delay [expr $clk_period * $clk_io_pct] -clock clk0 [all_outputs]
```
==> COMMIT_EDITMSG <==
Refresh implementation metrics

- The run finished with clean final reports.
- Post-cts hold buffer count: 0
* Fraction of power consumed by the clock network: 18.6%
- Per the placement log, port buffering inserted 29 buffers.
* Clock Tree Buf Depth: 2
- Number of H-tree levels: 1
- Total negative setup slack: 0 ns
- Worst relative slew slack: 72.83%
- The routed design ends up with an antenna cell count of 0.
- Tracing the worst setup path back leads to its startpoint at i_B_DATA[0].
- HPWL after detailed placement: 1.555 mm
* Die Area: 6400 sq um
- The region available for standard cell placement spans 3416 sq um.
* Register-to-Register Path Depth: 1
* Number of global-route vias before repair: 654
- After synthesis, the largest area contributor takes up 16.95% of total cell area.
- Registers are responsible for 10.3% of the overall power.
- The finished cells cover 970.9 sq um.
- Across all hold checks on the routed design, the worst slack comes to 0.4923 ns.
* Unique masters post-synth: 29
- The startpoint identified for the worst register-to-register timing path is r_FLAGS[0].
- Post-synthesis instance total: 88
- Along the worst path, the maximum fanout reaches 4.
* Fmax achieved: 147.7 MHz
- Total I/O pin count: 31
- Placer's final routability congestion estimate: 0.7383
- Total number of vias: 640
- Power Dens Cells: 107.0 nW/um^2
- The number of setup buffers added after CTS is 0.
* Row Count: 21
- For this design, the sink count on the clock tree is 2.
- Per the GRT congestion report, total overflow comes to 0.
- Cell types occupying the most area after synthesis: sky130_fd_sc_hd__ha_1, sky130_fd_sc_hd__xnor2_1, sky130_fd_sc_hd__buf_4
- Clock tree root buffer cell: sky130_fd_sc_hd__clkbuf_4
* P&R area growth vs syn: 46.14%
- Endpoint type of the worst setup path: output pin
- FF-to-FF setup slack: 8.65 ns
- Fin crit period: 6.769 ns
- Leading registers by flop count: r_FLAGS x2
- Worst setup path category: input port to output pin
* Ys cells: 88
* Critical Path Start Type: input port
* Starting utilization of the core area: 19.45%
* Fin. Hold Viols: 0
* Later-pin clock latency in the skew report: 0.23 ns
* Iteration count of the initial detailed-routing pass: 2
- Per the synth log, the flip-flop and latch total comes to 2.
- Max-cap violations in this run came to 0.
- Yosys top cell by area: sky130_fd_sc_hd__ha_1
* Hold/Removal Path Class: flip-flop to flip-flop
* Switching power as a share of total power: 34.24%
- The report lists the number of cells resized after CTS as 0.
* Total wire length after detailed routing: 1.700 mm
- Number of buffers created by CTS: 3
* Post-route antenna net violation count: 0
- Ranked by flip-flop count, first place goes to r_FLAGS.
- Of all flip-flops after synthesis, the portion carrying an async set or reset was 100.0%.
- Placed cell area: 948.4 sq um
- Per the detail_route report, routed wire per instance is 10.83 um.
- The design draws 103.9 uW.
* Endpoint of the most critical register-to-register path: r_FLAGS[0]
- Slew at the pin closest to its max-slew limit: 0.4018 ns
- Share of cells above drive strength 1: 6.306%
- Final Max Slew Viols: 0
* Flip-flops with a built-in enable: 0
- Cell-internal power: 68.31 uW
- Seq share, synth: 7.533%
- Once iteration 0 of detailed routing completed, the report listed 9 DRC markers.
- In this run the vertical extent of the chip is 80 um.
- Entering global routing, the biggest net connects 9 pins.
- The register with the most flip-flops in the layout has 2 of them.
* Layout Skew: 0 ns
- Fraction of power consumed by combinational cells: 71.1%
* Drc violations: 0
* Number of warning messages in the yosys log: 2
* Unrepaired setup endpoints after global routing: false
- Number of OpenROAD warnings: 26
- The final report gives the core utilization as 28.42%.
* Average size of a mapped cell: 7.550 sq um
- For reference, the clock transition at the flip-flops on the worst setup and hold paths is 0.03 ns.
* Share of the clock period used by the worst path: 72.01%
* CP Data Arrival Time: 4.89 ns
* Dominant flop cell: sky130_fd_sc_hd__dfrtp_1
* Chip Area, Yosys: 664.4 sq um
- TritonCTS clock tree: done
- Sw power: 35.56 uW
- Capturing element of the worst setup path: o_BUS[6]
- Die Width: 80 um
* Post-synth design cell area: 664.4 sq um
- Endpoints with negative setup slack in the final report add up to 0.
- Maximum vdd ir drop: 0.00002665 V
* Layout fillers: 382
- The routed design shows a via density per instance of 4.076.
- Total routing resource utilization after global routing: 5.374%
- The number of antenna violations at the first check in global routing is 0.
- First-pass GRT wire length: 2.870 mm
- STA puts the critical path data required time at 7.52 ns.
- Summed over all cells, the static leakage comes to 0.0004010 uW.
==> per-layer routing <==
layer  track usage [%]  up-vias  part of all wire [%]
met3             1.818        0                   5.4
met2             8.909       18                    48
met4            0.5282        0                     0
met5                 0        -                     0
li1                  -      346                     -
met1             6.786      276                    47
==> per-stage QoR <==
step	cells	setup WS, ns
floorplan	88	3.735
global placement	154	2.631
detailed placement	154	2.647
CTS	157	2.614
global route	157	2.444
finish	157	2.631
==> layout by cell type, fill, tap and decap left out, types with 2 or more instances in the layout <==
| cell | instances |
|---|---|
| sky130_fd_sc_hd__o21ai_0 | 2 |
| sky130_fd_sc_hd__nor2_1 | 15 |
| sky130_fd_sc_hd__dfrtp_1 | 2 |
| sky130_fd_sc_hd__a21oi_1 | 6 |
| sky130_fd_sc_hd__inv_1 | 9 |
| sky130_fd_sc_hd__nand2b_1 | 2 |
| sky130_fd_sc_hd__mux2_2 | 2 |
| sky130_fd_sc_hd__nor3_1 | 4 |
| sky130_fd_sc_hd__clkdlybuf4s50_1 | 29 |
| sky130_fd_sc_hd__o21a_1 | 2 |
| sky130_fd_sc_hd__xor2_1 | 2 |
| sky130_fd_sc_hd__ha_1 | 9 |
| sky130_fd_sc_hd__xnor2_1 | 9 |
| sky130_fd_sc_hd__clkbuf_4 | 3 |
==> power groups by stage <==
stage	registers, uW	clock network [uW]	logic, uW
after CTS	10.7	20.4	75.8
after global routing	10.9	21.6	84.0
final	10.7	19.3	73.8
==> how the worst min path moves through the flow <==
stage,cells past startpoint,to,from
global route,2,r_FLAGS[1],r_FLAGS[1]
CTS,2,r_FLAGS[1],r_FLAGS[1]
finish,2,r_FLAGS[1],r_FLAGS[1]
==> Yosys cell counts, types with 2 or more instances <==
master and instances:
sky130_fd_sc_hd__nor2_1 15, sky130_fd_sc_hd__ha_1 9, sky130_fd_sc_hd__inv_1 9, sky130_fd_sc_hd__xnor2_1 9, sky130_fd_sc_hd__buf_4 8, sky130_fd_sc_hd__a21oi_1 6, sky130_fd_sc_hd__nor3_1 4, sky130_fd_sc_hd__dfrtp_1 2
sky130_fd_sc_hd__mux2_2 2, sky130_fd_sc_hd__nand2b_1 2, sky130_fd_sc_hd__o21a_1 2, sky130_fd_sc_hd__o21ai_0 2, sky130_fd_sc_hd__xor2_1 2
==> worst max-delay path, cell delays in order <==
cell                              delay, ns
sky130_fd_sc_hd__clkdlybuf4s50_1       0.54
sky130_fd_sc_hd__inv_1                 0.06
sky130_fd_sc_hd__ha_1                  0.28
sky130_fd_sc_hd__mux2_2                0.29
sky130_fd_sc_hd__fa_1                  0.43
sky130_fd_sc_hd__nand2b_1              0.19
sky130_fd_sc_hd__a21oi_1               0.24
sky130_fd_sc_hd__a21o_1                0.16
sky130_fd_sc_hd__a21oi_1               0.07
sky130_fd_sc_hd__xnor2_1               0.23
sky130_fd_sc_hd__clkdlybuf4s50_1       0.53
==> logic make-up (layout without fill, tap and decap cells) <==
family,count (synthesis),count (layout),synth area share (%)
buf+inv,18,41,14.69
simple gates,26,26,18.83
mux,2,2,3.390
compound gates,19,19,21.09
fa+ha+maj,10,10,19.96
flops,2,2,7.533
xor+xnor,11,11,14.50
==> layout make-up <==
type                            count  area [sq um]  area share, %
Tap cell                           46         57.56          5.928
Multi-Input combinational cell     68         516.7          53.22
Sequential cell                     2         50.05          5.155
Clock buffer                        3         22.52          2.320
Timing Repair Buffer               29         290.3          29.90
Inverter                            9         33.78          3.479
Power is estimated from default activity; no workload was simulated.
